==> design/flow/run.sh <==
#!/bin/bash
# OpenROAD 26Q1-2900-gdf79404cd8, Yosys 0.63+post, stock flow scripts
make -C /OpenROAD-flow-scripts/flow DESIGN_CONFIG=/design/flow/config.mk WORK_HOME=/design/flow/orfs finish
==> design/flow/config.mk <==
export PLATFORM = sky130hd
export DESIGN_NAME = triangle
export DESIGN_NICKNAME = triangle
export VERILOG_FILES = /design/flow/design.v
export SDC_FILE = /design/flow/constraint.sdc
export NUM_CORES = 4
export LEC_CHECK = 1
export CORE_UTILIZATION = 40
==> design/flow/constraint.sdc <==
current_design triangle

set clk_period 9.4
set clk_io_pct 0.2

create_clock -name clk0 -period $clk_period [get_ports {clk}]

set non_clock_inputs [all_inputs -no_clocks]
set_input_delay [expr $clk_period * $clk_io_pct] -clock clk0 $non_clock_inputs
set_output_delay [expr $clk_period * $clk_io_pct] -clock clk0 [all_outputs]
==> design/flow/design.v <==
module triangle (clk, reset, nt, xi, yi, busy, po, xo, yo);
input clk, reset, nt;
input [2:0] xi, yi;
output busy, po;
output [2:0] xo, yo;
reg [2:0] xo,yo;
reg po;
wire ok;
reg [2:0] x1, x2, x3, y1, y2, y3;
reg [2:0]x_shift,y_shift;  
reg [2:0]x_shift2,y_shift2;
localparam S0=3'd0,S1=3'd1,S2=3'd2,S3=3'd3;
reg [1:0]next_state;
reg [1:0]present_state;
reg [1:0]cnt;
reg first;
wire [2:0]q12,r12,q23,r23;
wire [2:0]q_shift,r_shift,q_shift2,r_shift2;
wire [2:0]linex12,liney12,linex23,liney23;
assign linex12=(x2>x1)?x2-x1:x1-x2;
assign liney12=y2-y1;
assign liney23=y3-y2;
assign linex23=(x2>x3)?x2-x3:x3-x2;
reg algo12,algo23,algo13;
assign ok=(xo==x1 && (yo==y1 ||yo==y3) )?1: 	algo12&algo23&algo13;  
assign busy=(present_state==S1)? 1:0;
div L12(.din1(linex12),.din2(liney12),.q(q12),.r(r12));
div L23(.din1(linex23),.din2(liney23),.q(q23),.r(r23));
div shift(.din1(x_shift),.din2(y_shift),.q(q_shift),.r(r_shift));
div shift2(.din1(x_shift2),.din2(y_shift2),.q(q_shift2),.r(r_shift2));
always@(posedge clk)begin
	case(present_state)
		S0:
			if(nt==1)
				first<=1;
		S1:
			first<=0;
	endcase
end
always@(*)begin
	case(present_state)
		S0:
			begin
				xo=x1;
				yo=y1;
			end
		S1:
			if(x2>x1)begin
				xo=x1+x_shift;
				yo=y1+y_shift;
			end
			else	begin
				xo=x1-x_shift;
				yo=y1+y_shift;
			end
		default:begin
			xo=0;
			yo=0;
		end
		endcase
end
always@(*)begin
	if(x2>x1)begin
		if(xo==x1 ||q_shift< q12)
			algo12=1;
		else if(q_shift== q12 && r_shift>=r12)
			algo12=1;
		else
			algo12=0;
	end
	else	begin
		if(q_shift< q12)
			algo12=1;
		else if(q_shift==q12 )begin
			if(r_shift<=r12)
				algo12=1;
			else
				algo12=0;
		end
		else
			algo12=0;
	end
end
always@(*)begin
	if(x2>x1)begin
		if(xo>=x1)
			algo13=1;
		else
			algo13=0;
	end
	else	begin
		if(xo<=x1)
			algo13=1;
		else
			algo13=0;
	end
end
always@(*)begin
	if(x2>x1)begin
		if(yo<=y2)
			algo23=1;
		else if(q_shift2> q23 )
			algo23=1;
		else if(q_shift2==q23 && r_shift2>r23)
			algo23=1;
		else if(q_shift2==q23 & r_shift2==r23 &y_shift2<liney23)
			algo23=1;
		else
			algo23=0;
	end
	else	begin
		if(yo<=y2 || q_shift2>q23)
			algo23=1;
		else if(q_shift2 == q23 &&r_shift2>r23)
			algo23=1;
		else if(q_shift2==q23 &r_shift2==r23&y_shift2 <liney23)
			algo23=1;
		else
			algo23=0;
	end
end
always@(posedge clk)begin
	if(reset)
		present_state<=S0;
	else
		present_state <= next_state;
end
always@(*)begin
	if(reset)
		next_state=S0;
	else	begin
		case(present_state)
			S0:
				if(cnt==2)
					next_state=S1;
				else
					next_state=S0;
			S1:
				if(yo==y3)
					next_state=S0;
				else
					next_state=S1;
			default:
				next_state=S0;
		endcase
	end 
end
always@(*)begin
	if(reset)
		po=0;
	else begin
		case(present_state)
			S0:
				if(cnt==2)
					po=1;
				else
					po=0;
			S1:
					po=ok;
			default:
				po=0;
		endcase
	end
end
always@(posedge clk)begin
	if(reset)
		cnt<=0;
	else begin
		case(present_state)
			S0:
				if(first||nt)
					cnt<=cnt+1;
				else if(cnt==2)
					cnt<=0;
			S1:
				if(yo==y3 )
					cnt<=0;
				else
					cnt<=cnt;
			default:
				cnt<=cnt;
		endcase
	end
end
always@(posedge clk)begin
	if(reset)begin
		x1<=0;
		x2<=0;
		x3<=0;
		y1<=0;
		y2<=0;
		y3<=0;
	end
	else begin
		case(present_state)
			S0:begin
				if(cnt==0)begin
					x1<=xi;
					y1<=yi;
				end
				else if(cnt==1)begin
					x2<=xi;
					y2<=yi;
				end
				else if(cnt==2)begin
					x3<=xi;
					y3<=yi;
				end
			end
			default:begin
				x1<=x1;
				x2<=x2;
				x3<=x3;
				y1<=y1;
				y2<=y2;
				y3<=y3;
			end
		endcase
	end
end
always@(posedge clk)begin
	begin
		case(present_state)
			S0:
				if(x2>x1)
					x_shift<=0;
				else
					x_shift<=x1-x2;
			S1:
				if(x2>x1)begin
					if(x_shift==linex12)
						x_shift<=0;
					else
						x_shift<=x_shift+1;
				end
				else begin
					if(y_shift==y3-2 &&x_shift==0)
						x_shift<=0;
					else	if(x_shift==0)
						x_shift<=x1-x2;
					else
						x_shift<=x_shift-1;
				end
			default:
				x_shift<=x_shift;
		endcase
	end
end
always@(posedge clk)begin
	begin
		case(present_state)
			S0:
				y_shift<=1;
			S1:
				if(x2>x1)begin
					if(x_shift==linex12)
						y_shift<=y_shift+1;
					else
						y_shift<=y_shift;
				end
				else	begin
					if(x_shift==0)
						y_shift<=y_shift+1;
					else
						y_shift<=y_shift;
				end
			default:
				y_shift<=y_shift;
		endcase
	end
end
always@(posedge clk)begin
		case(present_state)
			S0:
				y_shift2<=1;  
			S1:
				if(x2>x1)begin
					if(y_shift==1)
						y_shift2<=0;
					else if(x_shift2==0)
						y_shift2<=y_shift2+1;
					else
						y_shift2<=y_shift2;
				end
				else	begin
					if(yo==y2)
							y_shift2<=1;
					else if(x_shift2==x1)
							y_shift2<=y_shift2+1;
				end
			default:
				y_shift2<=y_shift2;
		endcase
end
always@(posedge clk)begin
	begin
		case(present_state)
			S0:
				if(x2>x1)
					x_shift2<=linex12;
				else
					x_shift2<=0;
			S1:
				if(x2>x1)begin
					if(x_shift2==0)
						x_shift2<=linex12;
					else
						x_shift2<=x_shift2-1;
				end
				else
					if(x_shift2==x1)
						x_shift2<=0;
					else
						x_shift2<=x_shift2+1;
			default:
				x_shift2<=x_shift2;
		endcase
	end
end
endmodule
module div(
input [2:0]din1,
input [2:0]din2,
output reg [2:0]q,
output reg [2:0]r
);
always@(*)begin
	if(din2>din1)begin
		q=0;	r=din1;
	end
	else begin
		case(din2)
			0:	begin
				q=0;	r=0;
				end
			1:	begin
				q=din1;	r=0;
				end
			2:	begin
				q=din1[2:1];	r=din1[0];
				end
			3:
				if(din1==6)begin
					q=2;	r=0;
				end
				else	begin
					q=1;	r=din1-din2;
				end
			4:	begin
					q=1;	r=din1-din2;
				end
			5:
				begin
					q=1;	r=din1-din2;
				end
			6:	begin
					q=1;	r=0;
				end
			default:begin
				q=0;
				r=0;
			end
		endcase
	end
end
endmodule
==> impl_metrics.prom <==
# HELP chip_impl_metric Synthesis and place-and-route metrics
# TYPE chip_impl_metric gauge
chip_impl_metric{name="die_height",unit="um"} 105
chip_impl_metric{name="stage_log_warnings",unit=""} 42
chip_impl_info{name="cp-start-kind",value="register"} 1
chip_impl_metric{name="syn-mean-instance-area",unit="um2"} 8.27
chip_impl_metric{name="synth-adder-area-share",unit=""} 0.257
chip_impl_metric{name="max_stage_delay",unit="ns"} 0.46
chip_impl_info{name="ctsRootBufferMaster",value="clkbuf_8"} 1
chip_impl_metric{name="synthesis.instances",unit=""} 513
chip_impl_metric{name="dieArea",unit="mm2"} 0.0110
chip_impl_metric{name="hold_buffers",unit=""} 0
chip_impl_metric{name="finalClockPeriodUsage",unit=""} 0.758
chip_impl_metric{name="synth.lib_cells_used.distinct",unit=""} 62
chip_impl_info{name="crit_slowest_cell",value="fa_1"} 1
chip_impl_info{name="grt_setup_unrepaired",value="false"} 1
chip_impl_metric{name="whs_path_depth",unit=""} 2
chip_impl_metric{name="antenna_violating_nets_left",unit=""} 0
chip_impl_metric{name="core_outline_area",unit="mm2"} 0.0103
chip_impl_metric{name="path_max_fanout",unit=""} 6
chip_impl_metric{name="chipWidth",unit="um"} 105
chip_impl_info{name="outcome",value="finished clean"} 1
chip_impl_metric{name="worst_slew_pin_slew",unit="ns"} 0.809
chip_impl_metric{name="r2r_slack",unit="ns"} 6.37
chip_impl_metric{name="cts_buffers",unit=""} 5
chip_impl_metric{name="io_pins",unit=""} 17
chip_impl_metric{name="finalCriticalPeriod",unit="ns"} 7.12
chip_impl_metric{name="cts_num_sinks",unit=""} 35
chip_impl_metric{name="placement.io_buffers",unit=""} 16
chip_impl_metric{name="setup-tns-final",unit="ns"} 0
chip_impl_info{name="worst_hold_path_type",value="reg -> reg"} 1
chip_impl_metric{name="dr.pass1.iters",unit=""} 5
chip_impl_metric{name="drive_above_1_share",unit=""} 0.0382
chip_impl_metric{name="simple_gate_share",unit=""} 0.171
chip_impl_metric{name="final_cell_area",unit="mm2"} 0.00462
chip_impl_info{name="synth.comb.largest_family",value="adder cells"} 1
chip_impl_metric{name="grt_antenna_before_repair",unit=""} 0
chip_impl_metric{name="data_arrival_time_of_the_worst_path",unit="ns"} 5.24
chip_impl_metric{name="ys.warnings.count",unit=""} 2
chip_impl_metric{name="grt_overflow_total",unit=""} 0
chip_impl_metric{name="hold_viol",unit=""} 0
chip_impl_metric{name="synth-edff-count",unit=""} 13
chip_impl_metric{name="seq_area_frac_synth",unit=""} 0.196
chip_impl_info{name="flop_cell",value="dfxtp_1"} 1
chip_impl_metric{name="finalClockSkew",unit="ns"} 0.00785
chip_impl_metric{name="yosys.area_share.aoi",unit=""} 0.224
chip_impl_metric{name="ys.flops",unit=""} 35
chip_impl_metric{name="area.growth.synth_to_final",unit="%"} 8.88
chip_impl_metric{name="drt_first_iter_violations",unit=""} 130
chip_impl_metric{name="place.detailed.hpwl",unit="mm"} 7.84
chip_impl_info{name="path_cells",value="inv_1, ha_1, fa_1, inv_1, nand3_1, a21boi_0, nor2_1, inv_1, ha_1, a21o_1, a21oi_1, nor2b_1, a31oi_1, o22ai_1, ha_1, nand2b_1, a211oi_1, o2bb2ai_1, and3_1, o21ai_0, a31oi_1, clkdlybuf4s50_1"} 1
chip_impl_metric{name="max_freq",unit="MHz"} 140
chip_impl_metric{name="clock_tree_buffer_depth",unit=""} 2
chip_impl_metric{name="synthMuxAreaShare",unit=""} 0.0404
chip_impl_metric{name="first_global_vias",unit=""} 3395
chip_impl_metric{name="clock_latency_on_the_worst_skew_pair",unit="ns"} 0.29
chip_impl_metric{name="chip_area_yosys",unit="mm2"} 0.00424
chip_impl_metric{name="postSynth.asyncResetShare",unit=""} 0
chip_impl_metric{name="timing.final.max_slew_violations",unit=""} 0
chip_impl_metric{name="wl_per_cell",unit="um"} 14.8
chip_impl_metric{name="num_rows",unit=""} 37
chip_impl_metric{name="htree_num_levels",unit=""} 2
chip_impl_metric{name="global_route.usage.total",unit=""} 0.196
chip_impl_metric{name="largest_net_degree_at_the_start_of_global_routing",unit=""} 24
chip_impl_metric{name="antenna_cells_inserted",unit=""} 0
chip_impl_metric{name="aggregate_routed_wire_length",unit="mm"} 9.79
chip_impl_metric{name="yosys-stat-cells",unit=""} 513
chip_impl_metric{name="worst_slew_margin_rel",unit=""} 0.459
chip_impl_metric{name="cts_setup_buffers",unit=""} 0
chip_impl_metric{name="preCtsSetupSlack",unit="ns"} 2.58
chip_impl_info{name="critical_path_class",value="reg -> out"} 1
chip_impl_metric{name="post_cts_resized",unit=""} 0
chip_impl_metric{name="place.gp.congestion",unit=""} 0.883
chip_impl_metric{name="worstRegToRegCells",unit=""} 10
chip_impl_metric{name="layout_setup_ws",unit="ns"} 2.28
chip_impl_metric{name="synthXorXnorAreaFrac",unit=""} 0.0475
chip_impl_info{name="cts_tree",value="built"} 1
chip_impl_metric{name="route.vias.total",unit=""} 3623
chip_impl_metric{name="timing.critical_path.required",unit="ns"} 7.52
chip_impl_metric{name="clkTransAtPathRegs",unit="ns"} 0.08
chip_impl_info{name="worst_setup_path_end_kind",value="output port"} 1
chip_impl_metric{name="route.detailed.vias_per_inst",unit=""} 5.49
chip_impl_metric{name="maximum_capacitance_violations",unit=""} 0
chip_impl_metric{name="place_area",unit="mm2"} 0.00451
chip_impl_metric{name="remaining_routing_drc_violations",unit=""} 0
chip_impl_metric{name="final-setup-viol-count",unit=""} 0
chip_impl_metric{name="fp_util",unit=""} 0.411
chip_impl_metric{name="area_of_the_mapped_netlist",unit="mm2"} 0.00424
chip_impl_metric{name="grt_pass1_wl",unit="mm"} 17.0
chip_impl_metric{name="worst_hold_slack",unit="ns"} 0.508
==> routing by layer <==
| metal | up-vias | global-route usage | share of wire |
|---|---|---|---|
| met5 | - | 0 | 0 |
| met4 | 0 | 0.0241 | 0.0081 |
| met3 | 7 | 0.0260 | 0.042 |
| met2 | 86 | 0.300 | 0.45 |
| met1 | 1668 | 0.310 | 0.50 |
| li1 | 1862 | - | - |
==> layout by cell type, fill, tap and decap left out, types with 3 or more instances in the layout <==
cell type and n:
edfxtp_1 13, a2111oi_0 3, fa_1 12, nand3_1 19
a21o_1 7, a2bb2oi_1 4, nor2b_1 11, xor2_1 7
mux2i_1 16, a22oi_1 6, and3_1 3, nor3_1 8
clkdlybuf4s50_1 16, a22o_1 5, a31oi_1 6, nand3b_1 4
xnor2_1 16, dfxtp_1 22, ha_1 68, a21oi_1 37
nand2b_1 5, a21boi_0 4, o31ai_1 3, o22ai_1 7
a211oi_1 4, and2_1 5, nor2_1 36, nand2_1 43
inv_1 55, o211ai_1 9, o21ai_0 24, clkbuf_8 5
==> path summary, 6_finish.rpt <==
check,from,to
worst max-delay path,x1[0],po
worst min register to register,x1[2],x1[2]
worst min-delay path,x1[2],x1[2]
worst max register to register,y_shift[0],y_shift2[1]
==> sequential cells by signal, summed over array words and instances, names as in the netlist <==
name	count
cnt	2
first	1
present_state	2
x1	3
x2	3
x3	3
x_shift	3
x_shift2	3
y1	3
y2	3
y3	3
y_shift	3
y_shift2	3
==> critical path, delay by kind of cell (launching register included) <==
kind,cells,cell delay (ns)
buffers and inverters,4,0.75
adder cells (fa/ha/maj),4,1.22
flip-flops,1,0.45
AND/OR/NAND/NOR,5,0.65
AND-OR/OR-AND,9,1.90
==> cells in the mapped netlist (5+ instances only) <==
library cell  count  area [um2]
ha_1             68         851
inv_1            55         206
nand2_1          43         161
a21oi_1          37         185
nor2_1           36         135
o21ai_0          24         120
dfxtp_1          22         440
nand3_1          19        95.1
mux2i_1          16         160
xnor2_1          16         140
edfxtp_1         13         390
fa_1             12         240
nor2b_1          11        68.8
o211ai_1          9        67.6
clkbuf_1          8        30.0
nor3_1            8        40.0
a21o_1            7        52.6
o22ai_1           7        43.8
xor2_1            7        61.3
a22oi_1           6        45.0
a31oi_1           6        37.5
a22o_1            5        43.8
and2_1            5        31.3
nand2b_1          5        31.3
==> metrics by stage <==
stage	std cells	util
after floorplan	513	-
after global placement	652	0.437
after detailed placement	652	0.437
after CTS	660	0.447
after global routing	660	0.447
final	660	0.447
==> area by class of cell <==
cell class,count,area [um2]
fill,989,5710
multi-input combinational,409,3140
sequential,35,831
inverter,55,206
tap,136,170
timing repair buffer,17,168
clock buffer,7,97.6
clock inverter,1,6.26
==> logic make-up after synthesis <==
group           count (synthesis)
fa+ha+maj                      80
mux                            17
buf+inv                        69
compound gates                141
xor+xnor                       23
simple gates                  148
flops                          35
